[./run.sh]
#!/bin/bash
# OpenROAD 26Q1-2900-gdf79404cd8, Yosys 0.63+post, stock flow scripts
make -C /OpenROAD-flow-scripts/flow DESIGN_CONFIG=/design/flow/config.mk WORK_HOME=/design/flow/orfs finish
[./config.mk]
export PLATFORM = sky130hd
export DESIGN_NAME = program_counter
export DESIGN_NICKNAME = program_counter
export VERILOG_FILES = /design/flow/design.v
export SDC_FILE = /design/flow/constraint.sdc
export NUM_CORES = 4
export LEC_CHECK = 1
export CORE_UTILIZATION = 30
[./constraint.sdc]
current_design program_counter

set clk_period 1.0
set clk_io_pct 0.2

create_clock -name clk0 -period $clk_period [get_ports {Clk_Core}]

set non_clock_inputs [all_inputs -no_clocks]
set_input_delay [expr $clk_period * $clk_io_pct] -clock clk0 $non_clock_inputs
set_output_delay [expr $clk_period * $clk_io_pct] -clock clk0 [all_outputs]
[./design.v]
module program_counter #(
  parameter DWIDTH = 32
)(
  input   logic               Clk_Core,				       
  input   logic               Rst_Core_N,				     
  input   logic               Stall,                 
  input   logic               Flush,                 
  input   logic [DWIDTH-1:0]  Program_Count_New,		 
  output  logic [DWIDTH-1:0]  Program_Count			     
);
initial begin
  Program_Count = '0;
end
always@(posedge Clk_Core) begin
  if (~Rst_Core_N) begin
    Program_Count <= '0;	               
  end else begin
    if (Stall) begin
      Program_Count <= Program_Count;
    end
    else if (Flush) begin
      Program_Count <= Program_Count_New;	 
    end
    else begin
      Program_Count <= Program_Count_New;
    end
  end
end
endmodule
==> impl_results.rst <==
Synthesis and place-and-route
=============================

.. list-table::
   :header-rows: 1

   * - Metric
     - Value
   * - Cell internal pwr
     - 2.54 mW
   * - Top achievable clock speed
     - 1040 MHz
   * - Post-synth tally of flip-flops with integrated enable
     - 0
   * - Chip area in the Yosys report
     - 1240 µm²
   * - CTS tree
     - done
   * - Io pins
     - 68
   * - Share of the clock period used by the worst path
     - 96.3%
   * - Relative max-transition margin
     - 89.6%
   * - Maximum count of clock buffers along a single path
     - 2
   * - Number of port buffers
     - 66
   * - Number of maximum-capacitance constraint violations
     - 0
   * - DP Wirelength
     - 1810 µm
   * - Actual slew at the worst max-slew pin
     - 152 ps
   * - Static Leak
     - 0.908 nW
   * - Cell type of the slowest stage on the worst timing path
     - sky130_fd_sc_hd__dfxtp_2
   * - Switching Share
     - 19.2%
   * - Area of the core region
     - 4000 µm²
   * - Registers, synthesis
     - 32
   * - Power density normalized to cell area
     - 1550 nW/µm²
   * - Number of warnings in the stage logs
     - 26
   * - Unrepaired setup endpoints after global routing
     - false
   * - Overall routed net length
     - 2570 µm
   * - Cells taking the most area after synthesis
     - sky130_fd_sc_hd__dfxtp_1 (52%), sky130_fd_sc_hd__mux2i_1 (26%), sky130_fd_sc_hd__nor2b_1 (16%)
   * - Via-to-Cell Ratio
     - 4.28
   * - Post-synth cell types
     - 6
   * - Per-instance average area after synthesis
     - 12.1 µm²
   * - Max-slew violations
     - 0
   * - Core Util, Final
     - 50.8%
   * - Top fanout value on the critical path
     - 2
   * - Number of flip-flops under the largest register name
     - 32
   * - Top-area cell type share of the netlist area
     - 51.5%
   * - Synth-to-layout area growth
     - 63.5%
   * - Clock Pin Slew Worst Setup and Hold Paths
     - 60 ps
   * - Largest net degree at the start of global routing
     - 33
   * - First-pass GRT wire length
     - 4100 µm
   * - Biggest registers after layout
     - Program_Count: 32 flops
   * - Endpoint arrival time on the critical path
     - 760 ps
   * - Height of the chip
     - 66.4 µm
   * - Die Outline Area
     - 4410 µm²
   * - Worst-case vdd ir drop
     - 1010 µV
   * - Quantity of hold-fixing buffers added after cts
     - 0
   * - Final worst hold slack
     - 417 ps
   * - Share of the yosys chip area belonging to registers
     - 51.5%
   * - Detailed-route DRC error count
     - 0
   * - YS warnings
     - 1
   * - Number of clock sinks seen by CTS
     - 32
   * - Fraction of synthesis flops using an asynchronous set or reset pin
     - 0%
   * - Longest individual stage delay on the worst path
     - 330 ps
   * - Setup crit start kind
     - flop
   * - Remaining antenna violation count after routing
     - 0
   * - Switching component of the power
     - 605 µW
   * - Chain of cells forming the critical path
     - clkdlybuf4s15_1
   * - Cell type contributing the most total cell area after synthesis
     - sky130_fd_sc_hd__dfxtp_1
   * - Clk pwr share
     - 42.3%
   * - Fraction of layout cells with a size suffix above 1
     - 37.5%
   * - Vias
     - 968
   * - Per-cell routed wire length
     - 11.4 µm
   * - TritonRoute pass-1 iters
     - 4
   * - Comb power frac
     - 13.2%
   * - Clk Latency, worst-skew pair
     - 280 ps
   * - Critical path buffers and inverters
     - 1
   * - Critical path capture point type
     - primary output
   * - Yosys Instances
     - 103
   * - Total chip power
     - 3.15 mW
   * - CTS H-tree lvls
     - 2
   * - Row cnt
     - 23
   * - Total setup violations reported at the end of the flow
     - 0
   * - Die width
     - 66.4 µm
   * - Most instantiated cells after synthesis
     - sky130_fd_sc_hd__dfxtp_1 (32), sky130_fd_sc_hd__mux2i_1 (32), sky130_fd_sc_hd__nor2b_1 (32)
   * - Run status
     - completed
   * - WS Path Type
     - reg2out
   * - Post-synthesis instance total
     - 103
   * - Worst clock skew on the final layout
     - 0 ps
   * - Placer Congestion
     - 0.669
   * - Top cell family by delay on the critical path
     - flip-flops
   * - Drt initial violations
     - 28
   * - Final period demand of the worst path
     - 963 ps
   * - Final hold violation count
     - 0
   * - GRT Resource Usage Total
     - 12.4%
   * - Overflow after GRT
     - 0
   * - Cell at the root of the clock tree
     - sky130_fd_sc_hd__clkbuf_8
   * - Number of antenna diodes
     - 0
   * - Dominant flop cell
     - sky130_fd_sc_hd__dfxtp_1
   * - Flop pwr share
     - 44.5%
   * - Mapped cell area
     - 1240 µm²
   * - Number of buffers created by CTS
     - 5
   * - Critical path data required time
     - 800 ps
   * - Fraction of the core area occupied by cells at floorplan
     - 31.1%
   * - Vias in the first global route
     - 913
   * - Register containing the most flip-flops in the final layout
     - Program_Count
   * - Path type of the worst min-delay path
     - in2reg
   * - Initial antenna violation count
     - 0
-- routing by layer --
metal / up-vias / part of all wire, % / track usage [%]
met5: - / 0 / 0
met4: 0 / 2.1 / 2.13
met3: 5 / 7.7 / 4.20
met2: 39 / 47 / 20.5
met1: 443 / 43 / 16.1
li1: 481 / - / -
-- power by group through the flow --
stage | Combinational (mW) | Clock [mW] | Sequential [mW]
after CTS | 0.446 | 1.39 | 1.40
after global routing | 0.460 | 1.45 | 1.41
final | 0.417 | 1.33 | 1.40
-- cell families (layout without fill, tap and decap cells) --
| logic type | count (synthesis) | in the layout | share of synthesized area, % |
|---|---|---|---|
| mux | 32 | 32 | 25.8 |
| flops | 32 | 32 | 51.5 |
| simple gates | 32 | 32 | 16.1 |
| buf+inv | 7 | 80 | 6.64 |
-- per-stage QoR --
stage	instances	setup slack [ps]	TNS (ps)	area, µm²
2_1_floorplan	103	212	0	1240
3_3_place_gp	215	-78.8	-2420	1940
3_5_place_dp	215	-107	-2790	1940
4_1_cts	226	0.145	0	2120
5_1_grt	226	1.71	0	2030
6_report	226	37.5	0	2030
-- placed cells by master, fill, tap and decap left out, drive strengths merged --
master,instances
clkdlybuf4s50,33
clkdlybuf4s15,13
dfxtp,32
buf,8
clkbuf,25
mux2i,32
nor2b,32
bufinv,1
-- final timing paths --
path / start / end / slack, ps / cells after the start
setup / recovery: Program_Count[24]$_SDFFE_PN0N_ / Program_Count[24] / 40 / 1
setup reg to reg: Program_Count[28]$_SDFFE_PN0N_ / Program_Count[28]$_SDFFE_PN0N_ / 280 / 3
hold / removal: Stall / Program_Count[31]$_SDFFE_PN0N_ / 420 / 4
hold reg to reg: Program_Count[31]$_SDFFE_PN0N_ / Program_Count[31]$_SDFFE_PN0N_ / 500 / 2
-- repair_timing --
item	CTS	global route
setup buffers	3	0
pin swaps	0	0
gates resized	97	18
setup endpoints to repair	32	18
-- area by class of cell --
type | count | area, µm²
clock inverter | 1 | 30.0
sequential | 32 | 681
timing repair buffer | 72 | 643
tap | 50 | 62.6
fill | 353 | 1970
clock buffer | 7 | 96.3
multi-input combinational | 64 | 520
Power figures rest on the tool's default switching activity, not on a simulated workload.
