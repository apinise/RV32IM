[design.v]
module ps2_interface #(
  parameter TIMEOUT = 16'd8192
)(
  input   logic       clk_core,
  input   logic       rst_core_n,
  input   logic       ps2_clk,
  input   logic       ps2_data,
  output  logic [7:0] data_out,
  output  logic       data_valid,
  output  logic       data_error
);
localparam  S_READY = 2'b00,
            S_RECEIVING = 2'b01,
            S_STOP      = 2'b10;
logic [1:0] state_c;
logic [1:0] state_r;
logic ps2_clk_r;
logic ps2_clk_negedge;
logic       ps2_data_r;
logic [8:0] data_shift_r;
logic       data_parity;
logic [3:0] bit_cnt;
logic [15:0]  timeout_cnt;
logic         timeout_flag;
always_ff @(posedge clk_core or negedge rst_core_n) begin
  if (~rst_core_n) begin
    ps2_clk_r <= '0;
  end
  else begin
    ps2_clk_r <= ps2_clk;
  end
end
assign ps2_clk_negedge = (ps2_clk_r && ~ps2_clk) ? 1'b1 : 1'b0;
always_ff @(posedge clk_core or negedge rst_core_n) begin
  if (~rst_core_n) begin
    data_shift_r  <= '0;
    ps2_data_r    <= '0;
  end
  else begin
    ps2_data_r  <= ps2_data;
    if ((state_r == S_RECEIVING) && (ps2_clk_negedge ==  1'b1)) begin
      data_shift_r  <= {ps2_data_r, data_shift_r[8:1]};
    end
    else begin
      data_shift_r  <= data_shift_r;
    end
  end
end
always_ff @(posedge clk_core or negedge rst_core_n) begin
  if (~rst_core_n) begin
    bit_cnt <= '0;
  end
  else begin
    if (state_r == S_READY) begin
      bit_cnt <= '0;
    end
    else if ((state_r == S_RECEIVING) && (ps2_clk_negedge == 1'b1)) begin
      bit_cnt <= bit_cnt + 4'd1;
    end
    else begin
      bit_cnt <= bit_cnt;
    end
  end
end
always_ff @(posedge clk_core or negedge rst_core_n) begin
  if (~rst_core_n) begin
    timeout_cnt <= '0;
  end
  else begin
    if (state_r == S_READY) begin
      timeout_cnt <= '0;
    end
    else if (ps2_clk_negedge == 1'b1) begin
      timeout_cnt <= '0;
    end
    else if (timeout_flag == 1'b0) begin
      timeout_cnt <= timeout_cnt + 16'd1;
    end
    else begin
      timeout_cnt <= timeout_cnt;
    end
  end
end
assign timeout_flag = (timeout_cnt >= TIMEOUT) ? 1'b1 : 1'b0;
assign parity = ~(data_shift_r[0] +
                  data_shift_r[1] +
                  data_shift_r[2] +
                  data_shift_r[3] +
                  data_shift_r[4] +
                  data_shift_r[5] +
                  data_shift_r[6] +
                  data_shift_r[7]);
always_ff @(posedge clk_core or negedge rst_core_n) begin
  if (~rst_core_n) begin
    data_valid  <= '0;
    data_error  <= '0;
  end
  else begin
    if (timeout_flag == 1'b1) begin
      data_valid  <= 1'b0;
      data_error  <= 1'b1;
    end
    else if (state_r == S_STOP) begin
      if (ps2_clk_negedge == 1'b1) begin
        if ((ps2_data_r == 1'b1) && (data_shift_r[8] == parity)) begin
          data_valid  <= 1'b1;
          data_error  <= 1'b0;
        end
        else begin
          data_valid  <= 1'b0;
          data_error  <= 1'b1;
        end
      end
      else begin
        data_valid  <= 1'b0;
        data_error  <= 1'b0;
      end
    end
    else begin
      data_valid  <= 1'b0;
      data_error  <= 1'b0;
    end
  end
end
always_ff @(posedge clk_core or negedge rst_core_n) begin
  if (~rst_core_n) begin
    state_r <= S_READY;
  end
  else begin
    state_r <= state_c;
  end
end
always_comb begin
  state_c = state_r;
  if (timeout_flag == 1'b1) begin
    state_c = S_READY;
  end
  else begin
    casez(state_r)
      S_READY: begin
        if ((ps2_clk_negedge == 1'b1) && (ps2_data_r == 1'b0)) begin
          state_c = S_RECEIVING;
        end
        else begin
          state_c = S_READY;
        end
      end
      S_RECEIVING: begin
        if (bit_cnt >= 4'd9) begin
          state_c = S_STOP;
        end
        else begin
          state_c = S_RECEIVING;
        end
      end
      S_STOP: begin
        if (ps2_clk_negedge == 1'b1) begin
          state_c = S_READY;
        end
        else begin
          state_c = S_STOP;
        end
      end
    endcase
  end
end
always_ff @(posedge clk_core or negedge rst_core_n) begin
  if (~rst_core_n) begin
    data_out  <= '0;
  end
  else begin
    if ((state_r == S_STOP) && (ps2_clk_negedge == 1'b1)) begin
      data_out  <= data_shift_r[7:0];
    end
    else begin
      data_out  <= data_out;
    end
  end
end
endmodule
[run.sh]
#!/bin/bash
# OpenROAD 26Q1-2900-gdf79404cd8, Yosys 0.63+post, stock flow scripts
make -C /OpenROAD-flow-scripts/flow DESIGN_CONFIG=/design/flow/config.mk WORK_HOME=/design/flow/orfs finish
[config.mk]
export PLATFORM = sky130hd
export DESIGN_NAME = ps2_interface
export DESIGN_NICKNAME = ps2_interface
export VERILOG_FILES = /design/flow/design.v
export SDC_FILE = /design/flow/constraint.sdc
export NUM_CORES = 4
export LEC_CHECK = 1
export CORE_UTILIZATION = 50
[constraint.sdc]
current_design ps2_interface

set clk_period 2.4
set clk_io_pct 0.2

create_clock -name clk0 -period $clk_period [get_ports {clk_core}]

set non_clock_inputs [all_inputs -no_clocks]
set_input_delay [expr $clk_period * $clk_io_pct] -clock clk0 $non_clock_inputs
set_output_delay [expr $clk_period * $clk_io_pct] -clock clk0 [all_outputs]
==> qor.txt <==
Pwr per Cell Area: 1040 nW/um2
maximum fanout count along the critical path: 10
final slew viol count: 0
post-route clock period utilization: 0.757
Post-Syn Instances: 176
worst slew slack as a fraction of its limit: 0.483
CTS hold repair buffers: 0
Setup Skew: 0.00689 ns
number of setup violations in the final report: 0
buffer type at the clock tree root: clkbuf_8
summed instance area of the synthesized netlist: 2090 um2
die footprint: 4440 um2
I/O pin total: 14
Post-DP HPWL: 2.27 mm
Sum Neg Setup Slack: 0 ns
global-route wire length before repair: 5.96 mm
Die Y-Extent: 66.7 um
flops out of synthesis: 44
diodes inserted: 0
number of antenna violations at the first check in global routing: 0
status: finished clean
total power: 2.45 mW
buffer levels on the longest clock path: 2
tool warnings: 29
Die X: 66.7 um
overflow left after global routing: 0
highest achievable clock rate: 550 MHz
Worst R2R Path Depth: 4
total global routing track utilization: 0.184
share of post-route cells with drive strength above 1: 0.180
post-CTS repair timing setup buffer count: 0
ys cells: 176
detailed-route DRC error count: 0
buffers added on ports: 13
Reg2Reg Setup Slack: 0.58 ns
via count of the first global-routing pass: 1260
transition time at the pin with the least slew margin: 0.776 ns
worst path required time: 2.54 ns
worst setup slack after layout: 0.583 ns
total number of yosys warnings: 2
TritonCTS Sinks: 44
Final Routed Wirelength: 3.40 mm
post-CTS resize count: 0
endpoint kind of the worst setup timing path: flop
largest vdd supply drop: 0.000598 V
r2r startpoint: timeout_cnt[13]$_DFFE_PN0P_
kind of launch point of the worst setup path: flop
sequential share of the synthesized area: 0.527
fraction of the core area occupied by cells at floorplan: 0.523
Max Cap Violations: 0
RD Place Congestion: 0.835
Via Count: 1278
placeable core region: 4000 um2
Mean Syn Cell Area: 11.9 um2
WP data arrival: 1.96 ns
synthesis-to-finish area growth: 13.2%
Final ANT Viol Nets: 0
endpoint of the most critical register-to-register path: data_error$_DFF_PN0_
startpoint-to-endpoint class of the critical path: flop to flop
leakage dissipation: 1.07 nW
row count: 23
mean number of vias per cell: 5.24
Distinct lib cells used: 36
clock-pin slew on the worst setup and hold paths: 0.08 ns
classification of the worst-slack hold path: input pin to async pin
number of levels the H-tree was split into: 2
clock tree from TritonCTS: built
Filler cells: 345
RSZ-0062 raised after global routing: no
per-cell routed wire length: 13.9 um
number of buffers created by CTS: 5
detailed router's first-iteration violation count: 58
Final Hold Vio Count: 0
pin count of the biggest net entering global routing: 37
Clock Latency Late Sink: 0.29 ns
number of detailed-route iterations in the first pass: 4
summed standard-cell area reported by yosys: 2090 um2
crit path time final: 1.82 ns
pre-CTS WS: 0.305 ns
## worst max-delay path by stage
| stage | from | endpoint | slack, ns | depth (start not counted) |
|---|---|---|---|---|
| 5_1_grt | timeout_cnt[14]$_DFFE_PN0P_ | data_error$_DFF_PN0_ | 0.53 | 4 |
| 4_1_cts | timeout_cnt[13]$_DFFE_PN0P_ | data_error$_DFF_PN0_ | 0.58 | 4 |
| 6_report | timeout_cnt[13]$_DFFE_PN0P_ | data_error$_DFF_PN0_ | 0.58 | 4 |
## kinds of logic after synthesis
kind of cell | count (synthesis) | synth area share
xor gates and xnor gates | 19 | 0.0934
buffers and inverters | 17 | 0.0401
and+or+nand+nor | 61 | 0.182
DFF | 44 | 0.527
adders and majority gates | 5 | 0.0299
muxes | 17 | 0.0910
AOI/OAI and AO/OA | 13 | 0.0365
## cell usage after synthesis (all sizes together)
cell type  count  area share
a31oi          1      0.0030
and3           2      0.0060
a32oi          1      0.0042
nand4          5       0.015
xnor3          1       0.011
or3            4       0.012
xnor2         11       0.046
inv           11       0.020
o31ai          1      0.0036
mux2          16       0.086
dfrtp         43        0.51
nor4b          1       0.011
buf            4       0.017
nor2          19       0.037
xor3           1       0.011
and4           1      0.0042
dfstp          1       0.013
ha             5       0.030
a2bb2oi        1      0.0042
nand2          8       0.014
nor2b          1      0.0030
nor3           3      0.0072
nor4           4       0.034
clkbuf         2      0.0036
xor2           6       0.025
and2           1      0.0030
nand2b         2      0.0060
nand3         10       0.030
mux2i          1      0.0048
a21oi          5       0.012
o21ai          4      0.0096
## per-layer routing
metal / global-route usage / routed length, um / vias up / share of wire
li1: - / - / 626 / -
met1: 0.300 / 1670 / 618 / 0.49
met2: 0.265 / 1500 / 26 / 0.44
met3: 0.0486 / 164 / 8 / 0.048
met4: 0.0293 / 64 / 0 / 0.019
met5: 0 / 0 / - / 0
## power breakdown
part           total (mW)  internal (mW)  switching, mW
clock               0.547          0.309          0.239
sequential           1.13          0.931          0.195
combinational       0.777          0.462          0.315
total                2.45           1.70          0.749
## worst max-delay path, cell delays in order, from the launching register on
cell     delay [ns]
dfrtp_1        0.43
or3_1          0.64
or3_1          0.43
mux2i_1        0.13
a21oi_1        0.05
## cell usage in the layout (no fill, tap or decap), types with 2 or more instances in the layout
| cell | instances |
|---|---|
| mux2_2 | 16 |
| nand2b_1 | 2 |
| or3_1 | 4 |
| buf_4 | 3 |
| xnor2_1 | 11 |
| ha_1 | 5 |
| clkbuf_8 | 5 |
| nor4_4 | 3 |
| a21oi_1 | 5 |
| nor2_1 | 17 |
| xor2_1 | 6 |
| inv_1 | 11 |
| nand2_1 | 8 |
| nor3_1 | 3 |
| nand4_1 | 5 |
| o21ai_0 | 4 |
| and3_1 | 2 |
| clkdlybuf4s50_1 | 12 |
| dfrtp_1 | 43 |
| nor2_2 | 2 |
| nand3_1 | 9 |
## sequential cells by signal, indices dropped and copies added, names as in the netlist
name and count:
data_shift_r 9, data_error 1, ps2_data_r 1, data_valid 1, timeout_cnt 16, state_r 3, ps2_clk_r 1, data_out 8
bit_cnt 4
## stage by stage
step           cells  hold WS (ns)  cell area, um2   util
2_1_floorplan    176         0.184            2090      -
3_3_place_gp     236         0.488            2260  0.565
3_5_place_dp     236         0.493            2260  0.565
4_1_cts          244         0.288            2370  0.591
5_1_grt          244         0.317            2370  0.591
6_report         244         0.260            2370  0.591
## final cells by class
type	count	area, um2	area share
sequential	44	1100	0.466
tap	50	62.6	0.0264
clock inverter	2	35.0	0.0148
multi-input combinational	115	905	0.382
inverter	11	41.3	0.0175
timing repair buffer	16	148	0.0624
clock buffer	6	72.6	0.0307
Power is estimated from default activity; no workload was simulated.
